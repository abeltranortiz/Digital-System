$ cat run.sh
#!/bin/bash
# OpenROAD 26Q1-2900-gdf79404cd8, Yosys 0.63+post, stock flow scripts
make -C /OpenROAD-flow-scripts/flow DESIGN_CONFIG=/design/flow/config.mk WORK_HOME=/design/flow/orfs finish
$ cat design.v
`timescale 1ns / 1ps
module System_2(A,B,ld,start,reset,clr,clk,outA,outB,outC);
input wire[7:0]A,B;
input ld,clr,clk,start,reset;
output [7:0]outA,outB,outC;
datapath2 dt(A,B,ld,clr,clk,outA,outB,outC);
fsm2 f2(start,ld,reset,clr,clk);
endmodule
`timescale 1ns / 1ps
module datapath2(A,B,ld,clr,clk,outA,outB,outC);
input wire[7:0]A,B;
input ld,clr,clk;
output [7:0]outA,outB,outC;
reg2 r1(A,ld,clk,clr,outA);
reg2 r2(B,ld,clk,clr,outB);
regC r3(outA,outB,ld,clk,clr,outC);
endmodule
`timescale 1ns / 1ps
module fsm2(start,ld,reset,clr,clk);
input start,clk;
output reg reset,ld,clr;
reg [1:0]state, nextstate;
parameter INIT=0;
parameter s1=1;
always@(posedge clk)begin
    if(reset==1)
        state = INIT;
    else
        state = nextstate;
end
always@(*)begin
     case(state)
        INIT: begin
            if(start==1)begin
                clr = 0;
                ld = 1;
                reset = 1;
            end
            else
                nextstate = INIT;
        end
        s1: begin
            reset = 0;
            clr = 0;
            nextstate = INIT;
        end
    endcase
end
endmodule
`timescale 1ns / 1ps
module reg2(i,ld,clk,clr,out);
input [7:0]i;
input ld,clk,clr;
output reg[15:0]out;
always@(posedge clk)begin
    if(clr==1)
        out <= 0;
    if(ld)
        out <= ~i + 1;
    else
        out <= 0;
end
endmodule
`timescale 1ns / 1ps
module regC(a,b,ld,clk,clr,outC);
input wire[7:0]a,b;
input ld,clr,clk;
output reg[15:0]outC;
reg [15:0]doutC;
always@(posedge clk)begin
    if(clr==1)
        outC= 0;
    if(ld==1)
        outC <= doutC;
    if(a < 0)begin
       doutC = a / 2;
       outC <= doutC;
    end
    if(a > 0)begin
        doutC = b * 2;
        outC <= doutC;
    end
    if(a == 0)begin
        doutC = 0;
        outC <= doutC;
    end
end
endmodule
$ cat constraint.sdc
current_design System_2

set clk_period 2.0
set clk_io_pct 0.2

create_clock -name clk0 -period $clk_period [get_ports {clk}]

set non_clock_inputs [all_inputs -no_clocks]
set_input_delay [expr $clk_period * $clk_io_pct] -clock clk0 $non_clock_inputs
set_output_delay [expr $clk_period * $clk_io_pct] -clock clk0 [all_outputs]
$ cat config.mk
export PLATFORM = sky130hd
export DESIGN_NAME = System_2
export DESIGN_NICKNAME = System_2
export VERILOG_FILES = /design/flow/design.v
export SDC_FILE = /design/flow/constraint.sdc
export NUM_CORES = 4
export LEC_CHECK = 1
export CORE_AREA = 10 10 75 75
export DIE_AREA = 0 0 85 85
==> metrics.cfg <==
[run_status]
status=did not finish
failed_stage=1_2_yosys
error_line=ERROR: Found 2 problems in 'check -assert'.

[synthesis]
ys_types=16
synth_top_area_share_pct=58.0
yosys-top-cells-area=dfxtp_1 (58%), xnor2_1 (8.8%), and2_1 (5.5%)
ys_cells=71
top_cell=dfxtp_1
common_cells=dfxtp_1 (23), xnor2_1 (8), and2_1 (7)
yosys_area_um2=795
async_flop_share_pct=0
synth-edff-count=0
ys.warnings.count=6
ys.flops=23
ys_seq_share_pct=58.0
top_area_cell=dfxtp_1
flop_cell=dfxtp_1

==> cell families after synthesis <==
kind of cell | after synthesis | share of synthesized area (%)
adder cells (fa/ha/maj) | 2 | 3.15
other | 2 | 0.945
AND/OR/NAND/NOR | 24 | 19.5
buffers and inverters | 8 | 5.20
XOR/XNOR | 12 | 13.2
flip-flops | 23 | 58.0
