==> design/flow/design.v <==
`timescale 1ns / 1ps
module reg1(i,clk,clr,ld,out);
input [7:0]i;
input clk,clr,ld;
output reg[15:0]out;
always@(posedge clk)begin
    if(clr==1)
        out <= 0;
    if(ld==1)
        out <= i;
end
endmodule
==> design/flow/run.sh <==
#!/bin/bash
# OpenROAD 26Q1-2900-gdf79404cd8, Yosys 0.63+post, stock flow scripts
make -C /OpenROAD-flow-scripts/flow DESIGN_CONFIG=/design/flow/config.mk WORK_HOME=/design/flow/orfs finish
==> design/flow/config.mk <==
export PLATFORM = sky130hd
export DESIGN_NAME = reg1
export DESIGN_NICKNAME = reg1
export VERILOG_FILES = /design/flow/design.v
export SDC_FILE = /design/flow/constraint.sdc
export NUM_CORES = 4
export LEC_CHECK = 1
export CORE_AREA = 10 10 70 70
export DIE_AREA = 0 0 80 80
==> design/flow/constraint.sdc <==
current_design reg1

set clk_period 1.5
set clk_io_pct 0.2

create_clock -name clk0 -period $clk_period [get_ports {clk}]

set non_clock_inputs [all_inputs -no_clocks]
set_input_delay [expr $clk_period * $clk_io_pct] -clock clk0 $non_clock_inputs
set_output_delay [expr $clk_period * $clk_io_pct] -clock clk0 [all_outputs]
==> results.py <==
# Flow results
metrics = {
    "global_route": {
        "grt_pass1_vias": 251,
        "grt_start_max_net_pins": 9,
        "grt_antenna_before_repair": 0,
        "overflow": 0,
        "grt_usage_pct": 2.44,
        "grt_pass1_wl_mm": 1.23,
    },
    "route": {
        "drt_pass1_iterations": 2,
        "drt-initial-drc-count": 9,
        "via_per_inst": 2.38,
        "wl_per_cell_um": 9.19,
        "drtAntennaViolNets": 0,
        "n_antenna_cell": 0,
        "via_count": 226,
        "finalWirelength_um": 873,
        "drc_errors": 0,
    },
    "sta": {
        "tns_ns": 0,
        "hold_violations": 0,
        "fin_crit_sh_pct": 88.4,
        "slew_viol_final": 0,
        "finalHoldWorstSlack_ns": 0.733,
        "rsz0062_at_grt": "false",
        "setup_viol": 0,
        "post-route-min-period_ns": 1.33,
        "max_freq_ghz": 0.754,
    },
    "logic_synthesis": {
        "synthesis.area_um2": 370,
        "ys_cells": 26,
        "postSynthSeqShare_pct": 64.9,
        "ys_ff": 8,
        "top_area_share_pct": 64.9,
        "avgSynthCellArea_um2": 14.2,
        "area_leaders": "edfxtp_1 (65%), and2_2 (16%), buf_4 (16%)",
        "synth_cells": 26,
        "yosysUniqueCellTypes": 5,
        "yosysTopAreaCell": "edfxtp_1",
        "ys_warn_count": 1,
        "ys_area_um2": 370,
    },
    "clock_network": {
        "cts_resized": 0,
        "clock_path_buffers": 2,
        "clkTransAtPathRegs_ns": 0.05,
        "cts_setup_buffers": 0,
        "clock-root-buffer": "clkbuf_4",
        "cts_hold_buf": 0,
        "cts_made_buffers": 3,
        "clock_sinks": 8,
        "cts_tree": "built",
        "htreeDepth": 1,
    },
    "finish": {
        "largest_reg_flops": 8,
        "fill_cells": 383,
        "syn_to_final_growth_pct": 67.2,
        "final_cells": 95,
        "layout-drive-gt1-share_pct": 28.6,
        "regArea_um2": 240,
        "layout.area.comb_um2": 96.3,
        "regMostFlops": "out",
        "reg.largest.list": "out (8)",
    },
    "placement": {
        "gp_congestion": 0.640,
        "portBuffers": 18,
        "post-place-cells": 92,
    },
    "floorplan": {
        "io_pins": 27,
        "die_w_um": 80,
        "dieHeight_um": 80,
        "num_rows": 21,
        "dieArea_mm2": 0.00640,
        "fp.coreArea_mm2": 0.00342,
        "initCoreUtil_pct": 10.8,
    },
    "flow_run": {
        "tool_warnings": 25,
        "max_cap_viol_count": 0,
    },
    "critical_path": {
        "crit_arrival_ns": 1.03,
        "worst_setup_path_end_kind": "primary output",
        "critPathMaxFanout": 1,
        "critical_path.cell_chain": "clkdlybuf4s50_1",
        "cp_num_buf_inv": 1,
        "start_kind": "flop",
        "critPathSlowestCell": "clkdlybuf4s50_1",
        "path_delay_family": "buffers and inverters",
        "max_stage_delay_ns": 0.47,
        "cp_data_required_time_ns": 1.20,
        "worstSetupPathType": "reg2out",
    },
    "pwr": {
        "power.density_mw_per_mm2": 818,
        "leakage_nw": 0.236,
        "irDropWorstVdd_mv": 0.164,
    },
    "hold_path": {
        "min_path_type": "in2reg",
    },
    "run_status": {
        "outcome": "finished, final reports clean",
    },
}
==> Yosys cell counts <==
master,number
and2_2,8
buf_4,8
edfxtp_1,8
conb_1,1
or2_1,1
==> per-layer routing <==
layer	vias up	wire (µm)	global-route usage, %
met5	-	0	0
met4	0	21	1.41
met3	2	123	1.25
met2	14	470	4.57
met1	93	258	1.93
li1	117	-	-
==> cell families (layout without fill, tap and decap cells) <==
| group | Yosys count | count (layout) | share of synthesized area (%) |
|---|---|---|---|
| simple gates | 9 | 9 | 17.9 |
| flops | 8 | 8 | 64.9 |
| buf+inv | 8 | 24 | 16.2 |
| other cells | 1 | 8 | 1.01 |
==> layout by cell type, fill, tap and decap left out <==
master | netlist | final
clkdlybuf4s50_1 | 0 | 18
and2_2 | 8 | 8
conb_1 | 1 | 8
edfxtp_1 | 8 | 8
clkbuf_4 | 0 | 3
buf_4 | 8 | 3
or2_1 | 1 | 1
==> power breakdown <==
part / switching [mW] / total, mW / internal [mW]
Clock: 0.0591 / 0.150 / 0.0906
Sequential: 0.00417 / 0.273 / 0.269
Combinational: 0.0172 / 0.0836 / 0.0663
==> final cells by class <==
cell class	instances	share of cell area, %
flip-flops and latches	8	38.8
clock buffers	3	3.64
well taps	46	9.29
multi-input cells	17	15.6
repair buffers	21	32.7
==> path summary, 6_finish.rpt <==
check,slack (ns),end,from,cells past startpoint
worst max-delay path,0.17,out[1],out[1],1
worst min-delay path,0.73,out[2],i[2],2
==> per-stage QoR <==
| stage | setup WS, ns | cell area (µm²) | utilization (%) | power (mW) |
|---|---|---|---|---|
| after global routing | 0.127 | 619 | 18.1 | 0.534 |
| after detailed placement | 0.143 | 597 | 17.5 | 0.365 |
| after floorplan | 0.605 | 397 | - | 0.300 |
| after CTS | 0.145 | 619 | 18.1 | 0.519 |
| final | 0.174 | 619 | 18.1 | 0.507 |
| after global placement | 0.150 | 597 | 17.5 | 0.364 |
Power and IR drop assume default switching activity.
